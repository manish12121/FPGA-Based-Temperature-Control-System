### design.v
module DHT11 (
    input clk_i,
    inout w1_o,
    output reg done_o,
    output reg [7:0] temp_o,
    output reg [7:0] hum_o,
    output w1_d
);
    reg enw1 = 1'b1;
    reg w1 = 1'b0;
    assign w1_o = enw1 ? w1 : 1'bZ;
    assign w1_d = ~w1;
    reg [6:0] clk_div = 0;
    reg tick_1us = 0;
    always @(posedge clk_i) begin
        if (clk_div == 99) begin
            clk_div <= 0;
            tick_1us <= 1;
        end else begin
            clk_div <= clk_div + 1;
            tick_1us <= 0;
        end
    end
    reg [19:0] delay_cnt = 0;
    wire delay_done = (delay_cnt == 0);
    always @(posedge clk_i) begin
        if (~delay_done)
            delay_cnt <= delay_cnt - 1;
    end
    task delay_us(input [19:0] us);
        begin
            delay_cnt <= us;
        end
    endtask
    reg [3:0] state = 0;
    reg [5:0] bit_cnt = 0;
    reg [39:0] data = 0;
    reg [7:0] temp_sample = 0;
    reg [7:0] hum_sample = 0;
    reg last_w1 = 1;
    always @(posedge clk_i) begin
        if (tick_1us) begin
            last_w1 <= w1_o;
            case (state)
                0: begin  
                    enw1 <= 1;
                    w1 <= 0;
                    delay_us(18000);  
                    state <= 1;
                end
                1: begin  
                    enw1 <= 0;
                    delay_us(40);  
                    state <= 2;
                end
                2: begin  
                    if (~w1_o) begin
                        delay_us(80);  
                        state <= 3;
                    end
                end
                3: begin  
                    if (w1_o) begin
                        delay_us(80);  
                        state <= 4;
                        bit_cnt <= 0;
                    end
                end
                4: begin  
                    if (~w1_o) begin
                        delay_us(50);  
                        state <= 5;
                    end
                end
                5: begin  
                    delay_us(30);  
                    state <= 6;
                end
                6: begin
                    data <= {data[38:0], w1_o};  
                    bit_cnt <= bit_cnt + 1;
                    if (bit_cnt == 39) begin
                        state <= 7;
                    end else begin
                        state <= 4;
                    end
                end
                7: begin  
                    temp_sample <= data[23:16];
                    hum_sample <= data[39:32];
                    done_o <= 1;
                    delay_us(1000000);  
                    state <= 8;
                end
                8: begin
                    done_o <= 0;
                    state <= 0;
                end
            endcase
        end
    end
    always @(posedge clk_i) begin
        temp_o <= temp_sample;
        hum_o <= hum_sample;
    end
endmodule
### constraint.sdc
current_design DHT11

set clk_period 3.1
set clk_io_pct 0.2

create_clock -name clk0 -period $clk_period [get_ports {clk_i}]

set non_clock_inputs [all_inputs -no_clocks]
set_input_delay [expr $clk_period * $clk_io_pct] -clock clk0 $non_clock_inputs
set_output_delay [expr $clk_period * $clk_io_pct] -clock clk0 [all_outputs]
### config.mk
export PLATFORM = sky130hd
export DESIGN_NAME = DHT11
export DESIGN_NICKNAME = DHT11
export VERILOG_FILES = /design/flow/design.v
export SDC_FILE = /design/flow/constraint.sdc
export NUM_CORES = 4
export LEC_CHECK = 1
export CORE_AREA = 10 10 80 80
export DIE_AREA = 0 0 90 90
### run.sh
#!/bin/bash
# OpenROAD 26Q1-2900-gdf79404cd8, Yosys 0.63+post, stock flow scripts
make -C /OpenROAD-flow-scripts/flow DESIGN_CONFIG=/design/flow/config.mk WORK_HOME=/design/flow/orfs finish
==> reports/qor.csv <==
metric,value,unit
P_leak,0.409,nW
Peak Freq,0.605,GHz
Cells after Synth,100,
CP top delay family,buffers and inverters,
RePlAce Congestion,0.796,
outcome,completed,
largest net degree at the start of global routing,12,
GRT Util Overall,0.0382,
initial drt markers,70,
Worst Path Buf+Inv,1,
fill count,515,
post-synthesis area per instance,10.3,µm²
Clock power frac,0.387,
H-tree depth,1,
cell area after synthesis,1030,µm²
Post-synth seq share,0.477,
Clock Latency Late Sink,250,ps
CP max-delay cell,clkdlybuf4s50_1,
Total Wirelength,1.49,mm
Clock Sinks,19,
worst path arrival time,1030,ps
worst-path fanout max,1,
chip footprint,8100,µm²
RSZ-0062 raised after global routing,no,
initial antenna violation count,0,
Required @ worst endpoint,2480,ps
worst IR drop on VDD,150,µV
Flop pwr share,0.611,
Synth area leader,edfxtp_1,
Clock Skew,1.38,ps
first-pass GRT wire length,2.71,mm
Max-cap violations,0,
fin crit period,1650,ps
Critical Path Max Stage Delay,460,ps
R2R setup slack,1610,ps
Switch Pwr,0.0789,mW
hold_buf cts,0,
Logic area,455,µm²
Via density,3.57,
Pre-Repair DR Iteration Count,4,
remaining routing DRC violations,0,
Hold/Removal Path Class,flop to flop,
final non-filler cell total,170,
I/O pin cnt,20,
CTS tree,built,
clock root cell,clkbuf_8,
FP Util,0.218,
cell count after placement,166,
Sw Share,0.183,
Post-CTS Setup Bufs,0,
core area,4720,µm²
routed len/inst,8.74,µm
Die H,90,µm
n_diodes,0,
"Chip Area, Yosys",1030,µm²
Int Power,0.353,mW
WS Path Type,flop to primary output,
share of layout cells above drive strength 1,0.0874,
Final period util,0.533,
Die Wd,90,µm
detailed-placement wirelength estimate,1.15,mm
Setup TNS Final,0,ps
Area Growth Syn to Fin,6.33,%
Vias,607,
clk slew on worst S/H paths,70,ps
Levels on crit path,1,
Routed Antenna Nets,0,
critical path capture point type,primary output,
cell area after layout,1090,µm²
clock tree buffer depth,2,
Hold Path Sink,clk_div[0],
Reg area,490,µm²
CP Launch Type,flop,
Final setup viols,0,
gr ovfl total,0,
Yosys reg bits,19,
PortBufs,1,
Hold Path Stages,1,
post-cts sizing count,0,
r2r startpoint,state[0],
OpenROAD warning count,25,
combinational power share,0.003,
Area leader share,0.321,
hold path start,clk_div[0],
row count,25,
TritonCTS buffer count,3,
Cell Type Count,34,
Final Hold Viols,0,
Final Max Tran Viols,0,
cell area after placement,1050,µm²
vias in the first global route,637,
synth warn,2,
RR Endpoint,done_o,
pwr dens,395,nW/µm²
Top cells by area,"edfxtp_1 32%, dfxtp_1 16%, buf_4 13%",
yosys cell count,100,
FF-to-FF path depth,2,
CP cell instances,clkdlybuf4s50_1,
==> area by class of cell <==
class / instances / share of cell area
Multi-Input combinational cell: 77 / 0.416
Clock buffer: 3 / 0.0378
Clock inverter: 1 / 0.00458
Sequential cell: 19 / 0.449
Timing Repair Buffer: 1 / 0.00915
Inverter: 2 / 0.00686
Tap cell: 67 / 0.0767
==> layer usage <==
metal	routed length, µm	track usage
met1	737	0.0506
met2	679	0.0599
met3	60	0.0134
met4	8	0.00663
met5	0	0
==> sequential cells by signal (all words and copies together), names as in the netlist <==
register	count
done_o	1
state	4
tick_1us	1
clk_div	7
bit_cnt	6
==> synthesized netlist by cell type, drive strengths merged <==
cell type	number
a21oi	3
nand4bb	1
or4b	1
nand4	1
o22ai	1
nor2	10
o21ai	3
a31oi	2
nor2b	2
nand2	3
and2	3
buf	18
xor2	3
or2	1
conb	2
edfxtp	11
o21a	1
nand3	6
a41oi	1
nor3b	2
ha	2
inv	2
and2b	1
or2b	1
or3	2
nand2b	2
dfxtp	8
a21boi	1
nor3	1
nand3b	1
xnor2	4
==> metrics by stage <==
| stage | utilization | setup WS (ps) | total power, mW | hold WS (ps) |
|---|---|---|---|---|
| 2_1_floorplan | - | 1690 | 0.285 | 430 |
| 3_5_place_dp | 0.222 | 1600 | 0.271 | 454 |
| 6_report | 0.232 | 1450 | 0.432 | 464 |
| 4_1_cts | 0.232 | 1430 | 0.442 | 472 |
| 3_3_place_gp | 0.222 | 1620 | 0.272 | 446 |
| 5_1_grt | 0.232 | 1370 | 0.454 | 499 |
==> how the worst max path moves through the flow <==
stage | startpoint | to | slack (ps)
after CTS | done_o | done_o | 1430
after global routing | done_o | done_o | 1370
final | done_o | done_o | 1450
==> logic make-up (layout without fill, tap and decap cells) <==
group | Yosys count | in the layout | synth area share
AND/OR/NAND/NOR | 38 | 38 | 0.219
adder cells (fa/ha/maj) | 2 | 2 | 0.0243
AND-OR/OR-AND | 12 | 12 | 0.0742
other | 2 | 18 | 0.00730
flip-flops | 19 | 19 | 0.477
buffers and inverters | 20 | 7 | 0.139
XOR/XNOR | 7 | 7 | 0.0596
==> power by group through the flow <==
stage                 combinational [mW]  sequential (mW)  clock (mW)
after CTS                        0.00199            0.264       0.176
after global routing             0.00220            0.263       0.189
final                            0.00113            0.264       0.167
==> placed cells by master, fill, tap and decap left out, types with 2 or more instances in the layout <==
| master | netlist | routed |
|---|---|---|
| or3_1 | 2 | 2 |
| xor2_1 | 3 | 3 |
| conb_1 | 2 | 18 |
| xnor2_1 | 4 | 4 |
| nor2_1 | 10 | 10 |
| dfxtp_1 | 8 | 8 |
| o21ai_0 | 2 | 2 |
| ha_1 | 2 | 2 |
| a31oi_1 | 2 | 2 |
| edfxtp_1 | 11 | 11 |
| nor2b_1 | 2 | 2 |
| inv_1 | 2 | 2 |
| clkbuf_8 | 0 | 3 |
| nand2_1 | 3 | 3 |
| nand3_1 | 5 | 5 |
| a21oi_1 | 3 | 3 |
| nand2b_1 | 2 | 2 |
| and2_1 | 3 | 3 |
Power figures rest on the tool's default switching activity, not on a simulated workload.
