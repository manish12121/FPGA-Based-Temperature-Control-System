### ./design.v
module user_interface (
    input wire clk,
    input wire btn_up,
    input wire btn_down,
    output reg [7:0] setpoint,
    output reg led,
    output reg buzzer
);
    reg [3:0] debounce_up, debounce_down;
    always @(posedge clk) begin
        if (btn_up && debounce_up == 4'b1111) begin
            setpoint <= setpoint + 1;
            debounce_up <= 0;
        end else if (btn_up) begin
            debounce_up <= debounce_up + 1;
        end
        if (btn_down && debounce_down == 4'b1111) begin
            setpoint <= setpoint - 1;
            debounce_down <= 0;
        end else if (btn_down) begin
            debounce_down <= debounce_down + 1;
        end
        if (setpoint >= 50) begin
            led <= 1;
            buzzer <= 1;
        end else begin
            led <= 0;
            buzzer <= 0;
        end
    end
endmodule
### ./run.sh
#!/bin/bash
# OpenROAD 26Q1-2900-gdf79404cd8, Yosys 0.63+post, stock flow scripts
make -C /OpenROAD-flow-scripts/flow DESIGN_CONFIG=/design/flow/config.mk WORK_HOME=/design/flow/orfs finish
### ./config.mk
export PLATFORM = sky130hd
export DESIGN_NAME = user_interface
export DESIGN_NICKNAME = user_interface
export VERILOG_FILES = /design/flow/design.v
export SDC_FILE = /design/flow/constraint.sdc
export NUM_CORES = 4
export LEC_CHECK = 1
export CORE_AREA = 10 10 97 97
export DIE_AREA = 0 0 107 107
### ./constraint.sdc
current_design user_interface

set clk_period 3.0
set clk_io_pct 0.2

create_clock -name clk0 -period $clk_period [get_ports {clk}]

set non_clock_inputs [all_inputs -no_clocks]
set_input_delay [expr $clk_period * $clk_io_pct] -clock clk0 $non_clock_inputs
set_output_delay [expr $clk_period * $clk_io_pct] -clock clk0 [all_outputs]
==> flow_metrics.tcl <==
# metrics dict for downstream scripts
set metrics [dict create \
    status "completed" \
    synth.top_cell.area_share_pct 26.3 \
    cts_tree "built" \
    maxSlewHeadroom_pct 73.2 \
    tightest_slew_ps 398 \
    use_met1_pct 4.81 \
    hold_ws_ps 479 \
    ys_warn_count 1 \
    ant_nets 0 \
    path_max_fanout 4 \
    final_area_mm2 0.00122 \
    synth.avg_cell_area_um2 10.2 \
    drc 0 \
    core_mm2 0.00729 \
    grt_use_met3_pct 1.82 \
    fin_ws_ps 583 \
    crit_type "primary input to flop" \
    fp_util_pct 12.5 \
    htree_levels 1 \
    crit_chain "clkdlybuf4s50_1, nand4_1, inv_1, ha_1, nor2b_4, o31a_1, or4_1, nand3_1" \
    dpl-instance-area_mm2 0.00117 \
    cp_top_family "simple AND/OR/NAND/NOR gates" \
    io_buffers 12 \
    io_pins 13 \
    critPathMaxStageDelay_ps 480 \
    yosys_area_um2 912 \
    finalHoldViolations 0 \
    largest_area_cell "edfxtp_1" \
    viasPerCell 3.40 \
    hpwl_um 1490 \
    antenna_found_initial 0 \
    fin_tns_setup_ps 0 \
    warnings 25 \
    grt_pass1_wl_um 3060 \
    cts.repair.resized 0 \
    first_pass_iters 4 \
    gr-usage-all-layers_pct 3.29 \
    grt_pass1_vias 605 \
    syn-cell-area_um2 912 \
    drive_above_1_share_pct 7.48 \
    max_freq_mhz 414 \
    ys_sh_adder_pct 13.2 \
    pre_cts_ws_ps 335 \
    power_density_mw_per_mm2 622 \
    p_leak_nw 0.467 \
    cap_violations 0 \
    synth_simple_gate_area_share_pct 14.3 \
    crit_path_end_kind "flop" \
    n_antenna_cell 0 \
    holdBufCountCts 0 \
    finalSetupViolCount 0 \
    netlist_top_cells_count "dfxtp_1 (9), edfxtp_1 (8), ha_1 (8), nand2_1 (8)" \
    num_rows 31 \
    cts-root-buf "clkbuf_8" \
    top_logic_kind "simple AND/OR/NAND/NOR gates" \
    grt.busiest_layer "met1" \
    fin_skew_ps 4.43 \
    worstSetupStartpointType "primary input" \
    ys_ff 17 \
    ys_sh_aoi_pct 12.8 \
    grt_max_degree 10 \
    edf_count 8 \
    drtIter0Drc 25 \
    cts_buffers 3 \
    power.total_w 0.000758 \
    ys_seq_share_pct 46.1 \
    required_ps 3120 \
    synthArstFlopShare_pct 0 \
    fin_crit_sh_pct 80.6 \
    chipArea_mm2 0.0114 \
    yosys.cell_count.top_type "dfxtp_1" \
    fillers 838 \
    overflow 0 \
    die_w_um 107 \
    peakVddDrop_mv 0.225 \
    wl_um 1920 \
    xor_share_pct 7.68 \
    ys_cells 89 \
    cts_buffer_depth 2 \
    slowest_stage "clkdlybuf4s50_1" \
    rsz0062_at_grt "false" \
    clock_latency_ps 250 \
    routedWlPerCell_um 9.30 \
    synthMuxAreaShare_pct 2.19 \
    topCellsByArea "edfxtp_1 (26%), dfxtp_1 (20%), ha_1 (11%), xnor2_1 (6.7%), a21oi_1 (3.8%)" \
    hold_class "flop to flop" \
    cts.sinks 17 \
    vias 700 \
    gr-usage-met2_pct 4.26 \
    post_cts.repair.setup_buffers 0 \
    fp.dieH_um 107 \
    synthToLayoutAreaGrowth_pct 33.6 \
    cp.buffers_inverters 2 \
    clk_pin_slew_ps 70 \
    min_period_ps 2420 \
    synth_cells 89 \
    ys.flop_type "dfxtp_1" \
    finalMaxSlewViolations 0 \
    place.gp.congestion 0.810 \
    arrival_ps 2540 \
    ys_types 26 \
]
flip-flops by register name, indices dropped and copies added (netlist names):
| register | cells |
|---|---|
| setpoint | 8 |
| debounce_down | 4 |
| buzzer | 1 |
| debounce_up | 4 |
power breakdown:
part / internal [W] / leakage (nW) / switching [W]
combinational: 0.000115 / 0.297 / 0.0000972
clock: 0.0000943 / 0.0228 / 0.0000793
sequential: 0.000314 / 0.148 / 0.0000586
total: 0.000523 / 0.467 / 0.000235
path summary, 6_finish.rpt:
path	to	slack, ps	depth (start not counted)	start
max	setpoint[6]	580	8	btn_down
min	debounce_down[3]	480	1	debounce_down[3]
max reg2reg	setpoint[6]	790	8	debounce_down[0]
min reg2reg	debounce_down[3]	480	1	debounce_down[3]
area by class of cell:
type | count | area [µm²] | area share (%)
flip-flops and latches | 17 | 420 | 34.5
multi-input cells | 64 | 457 | 37.5
inverters | 6 | 22.5 | 1.85
well taps | 99 | 124 | 10.2
clock buffers | 4 | 45.0 | 3.70
repair buffers | 16 | 150 | 12.3
layer usage:
layer | wire length (µm) | part of all wire, %
met1 | 1010 | 52
met2 | 737 | 38
met3 | 172 | 9.0
met4 | 0 | 0
met5 | 0 | 0
cells by family (layout without fill, tap and decap cells):
| group | after synthesis | in the layout |
|---|---|---|
| compound gates | 20 | 20 |
| xor+xnor | 8 | 8 |
| fa+ha+maj | 9 | 9 |
| buf+inv | 8 | 26 |
| flops | 17 | 17 |
| mux | 2 | 2 |
| simple gates | 25 | 25 |
through the flow:
step / cells / utilization, %
after global routing: 206 / 16.7
after CTS: 206 / 16.7
after global placement: 202 / 16.1
after detailed placement: 202 / 16.1
after floorplan: 89 / -
final: 206 / 16.7
cell usage in the layout, fill, tap and decap left out, drive strengths merged:
cell           Yosys  layout
buf                2       4
nand2              8       8
and3b              1       1
nor2b              1       1
inv                6       6
edfxtp             8       8
fa                 1       1
xnor2              7       7
o311ai             1       1
or4                1       1
clkbuf             0       4
xor2               1       1
mux2i              2       2
o31a               1       1
o211ai             1       1
a21oi              7       7
clkdlybuf4s50      0      12
a31oi              1       1
nor3               1       1
o21a               1       1
nand4              4       4
a21o               1       1
o21ai              7       7
nor2               4       4
nand3              5       5
ha                 8       8
dfxtp              9       9
Power figures rest on the tool's default switching activity, not on a simulated workload.
