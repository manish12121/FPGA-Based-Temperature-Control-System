<file path="flow/run.sh">
#!/bin/bash
# OpenROAD 26Q1-2900-gdf79404cd8, Yosys 0.63+post, stock flow scripts
make -C /OpenROAD-flow-scripts/flow DESIGN_CONFIG=/design/flow/config.mk WORK_HOME=/design/flow/orfs finish
</file>
<file path="flow/config.mk">
export PLATFORM = sky130hd
export DESIGN_NAME = top_module
export DESIGN_NICKNAME = top_module
export VERILOG_FILES = /design/flow/design.v
export SDC_FILE = /design/flow/constraint.sdc
export NUM_CORES = 4
export LEC_CHECK = 1
export CORE_UTILIZATION = 30
</file>
<file path="flow/constraint.sdc">
current_design top_module

set clk_period 6.6
set clk_io_pct 0.2

create_clock -name clk0 -period $clk_period [get_ports {clk}]

set non_clock_inputs [all_inputs -no_clocks]
set_input_delay [expr $clk_period * $clk_io_pct] -clock clk0 $non_clock_inputs
set_output_delay [expr $clk_period * $clk_io_pct] -clock clk0 [all_outputs]
</file>
<file path="flow/design.v">
`timescale 1ns / 1ps
module da_multiplier #(parameter signed [15:0] K = 16'sd2048) (
    input clk,
    input signed [15:0] x,
    output reg signed [31:0] result
);
    integer i;
    reg signed [31:0] acc;
    always @(posedge clk) begin
        acc = 0;
        for (i = 0; i < 16; i = i + 1) begin
            if (x[i])
                acc = acc + (K <<< i);
        end
        result <= acc;
    end
endmodule
module uart_receiver(
    input wire clk,              
    input wire reset,
    input wire rx,               
    output reg [7:0] data_out,   
    output reg data_valid        
);
    parameter CLK_PER_BIT = 10416;  
    reg [13:0] clk_cnt = 0;         
    reg [3:0] bit_index = 0;        
    reg [7:0] rx_data = 0;          
    reg rx_d1 = 1'b1, rx_d2 = 1'b1; 
    reg [1:0] state = 0;            
    reg [1:0] next_state = 0;       
    reg [7:0] debug_bits = 0;       
    localparam IDLE      = 2'b00;
    localparam START_BIT = 2'b01;
    localparam DATA_BITS = 2'b10;
    localparam STOP_BIT  = 2'b11;
    always @(posedge clk) begin
        rx_d1 <= rx;
        rx_d2 <= rx_d1;
    end
    always @(posedge clk) begin
        if (reset) begin
            state <= IDLE;
            clk_cnt <= 0;
            bit_index <= 0;
            data_out <= 0;
            data_valid <= 0;
            debug_bits <= 0;  
        end else begin
            data_valid <= 0;  
            case (state)
                IDLE: begin
                    if (rx_d2 == 0) begin  
                        state <= START_BIT;
                        clk_cnt <= CLK_PER_BIT / 2; 
                    end
                end
                START_BIT: begin
                    if (clk_cnt == CLK_PER_BIT - 1) begin
                        clk_cnt <= 0;
                        bit_index <= 0;
                        state <= DATA_BITS;
                    end else begin
                        clk_cnt <= clk_cnt + 1;
                    end
                end
                DATA_BITS: begin
                    if (clk_cnt == CLK_PER_BIT - 1) begin
                        clk_cnt <= 0;
                        rx_data[bit_index] <= rx_d2;  
                        debug_bits[bit_index] <= rx_d2;  
                        bit_index <= bit_index + 1;
                        if (bit_index == 7) begin
                            state <= STOP_BIT;
                        end
                    end else begin
                        clk_cnt <= clk_cnt + 1;
                    end
                end
                STOP_BIT: begin
                    if (clk_cnt == CLK_PER_BIT - 1) begin
                        data_out <= rx_data;
                        data_valid <= 1;
                        state <= IDLE;  
                        clk_cnt <= 0;
                    end else begin
                        clk_cnt <= clk_cnt + 1;
                    end
                end
                default: state <= IDLE;
            endcase
        end
    end
endmodule
module da_pid_controller (
    input clk,
    input reset,
    input signed [15:0] set_temp,
    input signed [15:0] curr_temp,
    output reg signed [15:0] control_out
);
    wire signed [15:0] e0, e1, e2;
    reg signed [15:0] err1 = 0, err2 = 0;
    assign e0 = set_temp - curr_temp;
    assign e1 = err1;
    assign e2 = err2;
    wire signed [31:0] m1, m2, m3;
    da_multiplier #(16'sd4096) mul1 (.clk(clk), .x(e0), .result(m1));   
    da_multiplier #(-16'sd2048) mul2 (.clk(clk), .x(e1), .result(m2));  
    da_multiplier #(16'sd1024) mul3 (.clk(clk), .x(e2), .result(m3));   
    reg signed [31:0] acc = 0;
        parameter signed [15:0] U_MAX = 16'sd65535;
        parameter signed [15:0] U_MIN = 16'sd0;
        always @(posedge clk or posedge reset) begin
            if (reset) begin
                err1 <= 0; err2 <= 0;
                acc <= 0;
                control_out <= 0;
            end else begin
                err2 <= err1;
                err1 <= e0;
                acc <= acc + m1 + m2 + m3;
                if (acc[31:16] > U_MAX)
                    control_out <= U_MAX;
                else if (acc[31:16] < U_MIN)
                    control_out <= U_MIN;
                else
                    control_out <= acc[31:16];
            end
        end
    endmodule
module pwm_generator (
    input clk,
    input reset,
    input [15:0] duty,
    output reg pwm_out
);
    reg [15:0] counter = 0;
    always @(posedge clk or posedge reset) begin
        if (reset)
            counter <= 0;
        else
            counter <= counter + 1;
    end
    always @(posedge clk or posedge reset) begin
        if (reset)
            pwm_out <= 0;
        else
            pwm_out <= (counter < duty);
    end
endmodule
module seg_display_controller (
    input wire clk,
    input wire reset,
    input wire [7:0] temp_in, 
    output reg [3:0] an,      
    output reg [6:0] seg,     
    output reg dp             
);
    reg [3:0] digit [3:0];  
    reg [1:0] digit_sel = 0;
    reg [16:0] refresh_cnt = 0;
    wire refresh_tick = (refresh_cnt == 100000);  
    always @(posedge clk or posedge reset) begin
        if (reset) begin
            digit[0] <= 0;
            digit[1] <= 0;
            digit[2] <= 0;
            digit[3] <= 0;
        end else begin
            digit[3] <= (temp_in / 10) % 10;     
            digit[2] <= temp_in % 10;       
            digit[1] <= 0;
            digit[0] <= 0;
        end
    end
    always @(posedge clk) begin
        if (refresh_cnt >= 100000)
            refresh_cnt <= 0;
        else
            refresh_cnt <= refresh_cnt + 1;
    end
    always @(posedge clk) begin
        if (refresh_tick)
            digit_sel <= digit_sel + 1;
    end
    always @(*) begin
        case (digit_sel)
            2'd3: begin an = 4'b1110; seg = seg_decoder(digit[0]); dp = 1; end  
            2'd2: begin an = 4'b1101; seg = seg_decoder(digit[1]); dp = 1; end
            2'd1: begin an = 4'b1011; seg = seg_decoder(digit[2]); dp = 0; end
            2'd0: begin an = 4'b0111; seg = seg_decoder(digit[3]); dp = 1; end
        endcase
    end
    function [6:0] seg_decoder;
        input [3:0] digit;
        case (digit)
            4'd0: seg_decoder = 7'b1000000;
            4'd1: seg_decoder = 7'b1111001;
            4'd2: seg_decoder = 7'b0100100;
            4'd3: seg_decoder = 7'b0110000;
            4'd4: seg_decoder = 7'b0011001;
            4'd5: seg_decoder = 7'b0010010;
            4'd6: seg_decoder = 7'b0000010;
            4'd7: seg_decoder = 7'b1111000;
            4'd8: seg_decoder = 7'b0000000;
            4'd9: seg_decoder = 7'b0010000;
            default: seg_decoder = 7'b1111111;
        endcase
    endfunction
endmodule
module top_module (
    input wire clk,
    input wire reset,
    input wire rx,
    input wire mode_switch,         
    input wire btn_up,
    input wire btn_down,
    output wire pwm_fan,            
    output wire in1,                 
    output wire in2,                 
    output wire in3,                 
    output wire [3:0] an,
    output wire [6:0] seg,
    output wire dp
);
    wire [7:0] temp_data;
    wire data_valid;
    reg [7:0] temp_data_filtered = 0;
    reg [7:0] user_setpoint = 8'd24;
    wire [7:0] current_setpoint = mode_switch ? user_setpoint : 8'd24;
    reg [27:0] count = 0;
    uart_receiver uart_inst (
        .clk(clk),
        .reset(reset),
        .rx(rx),
        .data_out(temp_data),
        .data_valid(data_valid)
    );
    always @(posedge clk) begin
        if (data_valid) begin
            temp_data_filtered <= temp_data;
        end
    end
    always @(posedge clk or posedge reset) begin
        if (reset) begin
            user_setpoint <= 8'd24;
            count <= 0;
        end else if (mode_switch) begin
            if (btn_up && user_setpoint < 8'd99) begin
                if (count >= 100_000_00) begin
                    user_setpoint <= user_setpoint + 1;
                    count <= 0;
                end else begin
                    count <= count + 1;
                end
            end else if (btn_down && user_setpoint > 8'd0) begin
                if (count >= 100_000_00) begin
                    user_setpoint <= user_setpoint - 1;
                    count <= 0;
                end else begin
                    count <= count + 1;
                end
            end else begin
                count <= 0;
            end
        end else begin
            count <= 0;
        end
    end
    wire [15:0] set_temp_fixed = {current_setpoint, 8'd0};
    wire [15:0] curr_temp_fixed = {temp_data_filtered, 8'd0};
    wire [15:0] control_out;
    da_pid_controller pid_inst (
        .clk(clk),
        .reset(reset),
        .set_temp(set_temp_fixed),
        .curr_temp(curr_temp_fixed),
        .control_out(control_out)
    );
    seg_display_controller display_inst (
        .clk(clk),
        .reset(reset),
        .temp_in(mode_switch ? user_setpoint : temp_data_filtered),
        .an(an),
        .seg(seg),
        .dp(dp)
    );
    wire raw_pwm;
    pwm_generator fan_pwm (
        .clk(clk),
        .reset(reset),
        .duty(control_out),
        .pwm_out(raw_pwm)
    );
    wire fan_enable = (temp_data_filtered > current_setpoint);
    assign pwm_fan = fan_enable ? raw_pwm : 1'b0;
    assign in1 = (temp_data_filtered < user_setpoint) ? 1'b0 : 1'b1;   
    assign in2 = (temp_data_filtered > user_setpoint);   
    assign in3 = ~in2;                      
endmodule
</file>
==> run summary <==
Summary of implementation figures.

Drt
The total length of routed wires is 19100 um. The overall via count from detail_route is 7704. In the routed layout, each cell is associated on average with a via count of 4.70.

The starting DRC count in detailed routing is 323. The remaining antenna violation count is 0. The count of inserted antenna diode cells is 0.

The script logs the mean routed wire length per placed instance as 11.6 um. The pre-antenna-repair detailed-routing pass consisted of 5 iterations. The number of remaining DRC errors is 0.

Timing
The transition time recorded at the tightest slew-check pin is 785 ps. Measured against its own limit, the worst slew margin works out to 46.2%. Setup total negative slack on the finished layout was measured at 0 ps. The worst path uses 81.5% of the clock period.

The total of endpoints with negative setup slack in the final report is 0. The hold violation count in the final report is 0. Setup repair after global routing left no endpoint under its margin. The clock period minus worst slack is 5380 ps. The worst-case clock skew is 14.1 ps.

Derived from the worst setup path, the maximum achievable clock frequency is 0.186 GHz. The max-slew violation count is 0.

Worst setup path
The source of the worst register-to-register timing path is temp_data_filtered[6]. The critical path is of the in -> reg type. The critical path startpoint category is an input port. Tracing the worst setup path back leads to its startpoint at mode_switch. According to the timing report, the data required time at the worst endpoint equals 6910 ps. The arrival time at the worst endpoint is 5690 ps. The critical-path maximum fanout is 24.

STA classifies the critical path endpoint as a flip-flop.

GRT
The number of antenna violations at the first check in global routing is 0. The via count of the first global-routing pass was 7594. The overall track demand over capacity in global routing is 11.0%. The total global routing overflow is 0.

Entering global routing, the biggest net connects 59 pins. The first global-routing pass estimated 34900 um of wire.

Floorplan
The number of top-level design ports is 22. Measured along the x axis, the die boundary spans 194 um. The die area is 37500 um2. The number of placement rows is 69.

From bottom edge to top edge, the die measures 194 um. For this configuration, the core starts out at a cell density of 30.8%. The core region is 35800 um2.

Placement
The total half-perimeter wirelength after legalization and detailed placement is 13600 um. The final estimated routing congestion in global placement is 0.843. In this run the tool buffered the top-level ports with 21 buffer cells.

Clock network
CTS added clock buffers totalling 17. The clock tree has to reach 196 sinks. Per the post-CTS timing run, clock transition at the registers of the reported paths is 70 ps.

In this run, post-CTS repair resized a total of 0 instances. The clock tree buffer depth is 2. The number of H-tree levels is 4. The root buffer cell chosen for the clock tree is sky130_fd_sc_hd__clkbuf_16. The clock latency reported for the late side of the worst-skew pair is 430 ps. The number of setup buffers added after CTS is 0. The CTS tree is done. The cts-stage hold buffer count is 0.

Synthesis
The synthesized design contains 196 register bits. The cell taking the most area after synthesis is sky130_fd_sc_hd__dfrtp_1. The number of cell instances after yosys synthesis is 1146. The area share of the largest cell type after synthesis is 23.4%.

The yosys stat chip area is 11000 um2. The count of flip-flops with a built-in enable after synthesis is 18. The total number of yosys warnings is 9. By count the netlist is led by sky130_fd_sc_hd__ha_1 (111), sky130_fd_sc_hd__nand2_1 (105), sky130_fd_sc_hd__dfrtp_1 (103). The instance tally after logic synthesis is 1146.

By area the synthesized netlist is led by sky130_fd_sc_hd__dfrtp_1 (23%), sky130_fd_sc_hd__dfxtp_1 (13%), sky130_fd_sc_hd__ha_1 (13%). After synthesis the cells add up to 11000 um2. Of the synthesized area, sequential elements account for 42.0%. The main flop type after synthesis is sky130_fd_sc_hd__dfrtp_1. The average instance in the mapped netlist occupies 9.62 um2.

The most common cell in the synthesized netlist is sky130_fd_sc_hd__ha_1. The distinct cell type count after synthesis is 74. The async set or reset register ratio after synthesis is 53.6%.

Outcome
The flow ran to the end, and the final reports show no timing, DRC or antenna violations.

Finish
Cells fill 34.3% of the core in the end. The post-route netlist has 5.18% of its cells at a drive strength greater than 1. Fill cells in the final layout number 3567. The synthesis-to-layout area growth is 11.6%.

Run
The run reported a max-capacitance violation count of 0. The number of logged tool warnings is 60.

Power
In this run the VDD rail shows a maximum IR drop of 255 uV. The power per cell area is 450 nW/um2. The script extracted a total leakage power of 5.39 nW.

Worst hold path
The type of the worst min-delay path is reg -> reg. The startpoint identified for the worst hold timing path is uart_inst.rx_d1.
## layout by cell type, fill, tap and decap left out, types with 6 or more instances in the layout
cell                              Yosys  final
sky130_fd_sc_hd__o21ai_0             66     66
sky130_fd_sc_hd__nand4_1             14     14
sky130_fd_sc_hd__dfrtp_1            103    103
sky130_fd_sc_hd__nor2_1              99     99
sky130_fd_sc_hd__and2_1               6      6
sky130_fd_sc_hd__a21oi_1             67     67
sky130_fd_sc_hd__dfxtp_1             73     73
sky130_fd_sc_hd__clkdlybuf4s50_1      0     21
sky130_fd_sc_hd__clkbuf_16            0     17
sky130_fd_sc_hd__nand2_1            105    105
sky130_fd_sc_hd__a21o_1              11     11
sky130_fd_sc_hd__edfxtp_1            18     18
sky130_fd_sc_hd__fa_1                18     18
sky130_fd_sc_hd__nand2b_1            17     17
sky130_fd_sc_hd__ha_1               111    111
sky130_fd_sc_hd__nor3_1              14     14
sky130_fd_sc_hd__xor2_1              36     36
sky130_fd_sc_hd__nor4_1               9      9
sky130_fd_sc_hd__o211ai_1             6      6
sky130_fd_sc_hd__nor2b_1             14     14
sky130_fd_sc_hd__o21a_1              14     14
sky130_fd_sc_hd__mux2i_1              9      9
sky130_fd_sc_hd__o22ai_1              8      8
sky130_fd_sc_hd__xnor2_1             39     39
sky130_fd_sc_hd__and3_1              21     21
sky130_fd_sc_hd__a21boi_0             8      8
sky130_fd_sc_hd__buf_4                4      7
sky130_fd_sc_hd__a31oi_1              9      9
sky130_fd_sc_hd__inv_1               93     92
sky130_fd_sc_hd__nand3_1             36     36
sky130_fd_sc_hd__a211oi_1             9      9
## stage by stage
stage	hold slack, ps	total power [mW]	setup slack, ps	std cells	instance area, um2
2_1_floorplan	310	4.03	1680	1149	11000
3_3_place_gp	315	4.48	847	1606	11700
3_5_place_dp	312	4.53	809	1606	11700
4_1_cts	330	5.62	1240	1638	12300
5_1_grt	335	6.16	822	1638	12300
6_report	329	5.53	1220	1638	12300
## cells by family (layout without fill, tap and decap cells)
kind of cell / count (synthesis) / count (layout) / share of synthesized area (%)
other cells: 1 / 4 / 0.0340
flops: 196 / 196 / 42.0
xor+xnor: 75 / 75 / 5.96
simple gates: 362 / 362 / 16.1
compound gates: 238 / 238 / 13.4
mux: 17 / 17 / 1.79
buf+inv: 127 / 155 / 4.75
fa+ha+maj: 130 / 130 / 16.0
## flip-flops by register name, summed over array words and instances (netlist names), 4 cells and up
name	flops
pid_inst.acc	14
user_setpoint	8
pid_inst.err2	8
pid_inst.control_out	14
temp_data_filtered	8
pid_inst.mul1.result	8
uart_inst.rx_data	8
pid_inst.mul2.result	9
pid_inst.mul3.result	8
count	28
uart_inst.clk_cnt	14
display_inst.digit	8
uart_inst.bit_index	4
uart_inst.data_out	8
pid_inst.err1	8
fan_pwm.counter	16
display_inst.refresh_cnt	17
## power breakdown
group	switching (mW)	total [mW]	internal (mW)	leakage, nW
logic	1.50	2.75	1.24	3.03
clock network	0.483	1.02	0.539	0.283
registers	0.216	1.76	1.55	2.07
## path summary, 6_finish.rpt
| path | cells after the start | end | slack (ps) |
|---|---|---|---|
| max | 21 | display_inst.digit[3][3] | 1220 |
| min in group asynchronous | 3 | pid_inst.err1[15] | 1540 |
| max in group asynchronous | 4 | count[16] | 3890 |
| min reg2reg | 0 | uart_inst.rx_d2 | 330 |
| max reg2reg | 18 | display_inst.digit[3][3] | 2330 |
| min | 0 | uart_inst.rx_d2 | 330 |
## metal layers
layer / GRT usage, % / routed length (um) / vias to the layer above
met1: 16.8 / 9840 / 3619
li1: - / - / 3982
met2: 17.4 / 8500 / 89
met4: 1.16 / 178 / 0
met3: 1.77 / 565 / 14
met5: 0 / 0 / -
## critical path, cell delays in order
cell	delay [ps]
sky130_fd_sc_hd__clkdlybuf4s50_1	540
sky130_fd_sc_hd__buf_4	300
sky130_fd_sc_hd__mux2i_1	210
sky130_fd_sc_hd__buf_4	200
sky130_fd_sc_hd__inv_2	140
sky130_fd_sc_hd__ha_1	380
sky130_fd_sc_hd__nand2b_1	280
sky130_fd_sc_hd__o21ai_0	140
sky130_fd_sc_hd__a31oi_2	320
sky130_fd_sc_hd__and2_1	290
sky130_fd_sc_hd__inv_2	70
sky130_fd_sc_hd__or3_4	400
sky130_fd_sc_hd__o211ai_2	90
sky130_fd_sc_hd__nand2_2	130
sky130_fd_sc_hd__o31ai_1	250
sky130_fd_sc_hd__a21oi_1	110
sky130_fd_sc_hd__ha_1	200
sky130_fd_sc_hd__inv_1	70
sky130_fd_sc_hd__o21ai_0	90
sky130_fd_sc_hd__nand2_1	80
sky130_fd_sc_hd__mux2i_1	60
## cell type report
| cell class | instances | area [um2] | area share [%] |
|---|---|---|---|
| clock buffer | 18 | 429 | 3.49 |
| clock inverter | 14 | 160 | 1.30 |
| inverter | 95 | 359 | 2.92 |
| multi-input combinational | 826 | 5880 | 47.8 |
| sequential | 196 | 4630 | 37.7 |
| tap | 461 | 577 | 4.69 |
| timing repair buffer | 28 | 263 | 2.14 |
No activity file was given, so power comes from the tool's default toggle rates.
